==> flow/design.v <==
`timescale 1ns / 1ps
module bscfsr(
  input clk,
  output reg [3:0] CFSR = 4'b 0001,
   output reg [3:0] out
);
always @(posedge clk)
begin
  CFSR[0] <= ((~(CFSR[0] | CFSR[1] | CFSR[2]))^ (CFSR[3]))^CFSR[0];
  CFSR[1] <= CFSR[0];
  CFSR[2] <= CFSR[1] ;
  CFSR[3] <= CFSR[2];
if (CFSR[3] == 1'b0)
      out <= {CFSR[3:2], CFSR[0], CFSR[1]};
    else
      out <= CFSR;
end
endmodule
==> flow/run.sh <==
#!/bin/bash
# OpenROAD 26Q1-2900-gdf79404cd8, Yosys 0.63+post, stock flow scripts
make -C /OpenROAD-flow-scripts/flow DESIGN_CONFIG=/design/flow/config.mk WORK_HOME=/design/flow/orfs finish
==> flow/config.mk <==
export PLATFORM = sky130hd
export DESIGN_NAME = bscfsr
export DESIGN_NICKNAME = bscfsr
export VERILOG_FILES = /design/flow/design.v
export SDC_FILE = /design/flow/constraint.sdc
export NUM_CORES = 4
export LEC_CHECK = 1
export CORE_AREA = 10 10 70 70
export DIE_AREA = 0 0 80 80
==> flow/constraint.sdc <==
current_design bscfsr

set clk_period 1.3
set clk_io_pct 0.2

create_clock -name clk0 -period $clk_period [get_ports {clk}]

set non_clock_inputs [all_inputs -no_clocks]
set_input_delay [expr $clk_period * $clk_io_pct] -clock clk0 $non_clock_inputs
set_output_delay [expr $clk_period * $clk_io_pct] -clock clk0 [all_outputs]
==> results.yml <==
# implementation run metrics
grt:
  grt_use_met1_pct: 1.55
  grt-ovfl-total: 0
  antenna_found_initial: 0
  use_met2_pct: 3.05
  busiest_layer: "met2"
  grt_start_max_net_pins: 5
  grt_pass1_wl_um: 862
  met3_usage_pct: 1.48
  grt_usage_pct: 1.81
  grt_pass1_vias: 160
floorplan:
  fp_util_pct: 5.82
  die_w_um: 80
  die_y_um: 80
  boundaryPins: 9
  dieArea_um2: 6400
  rows: 21
  core_area_um2: 3420
critical_path:
  ff2ff_setup_slack_ns: 0.41
  path_class: "reg2out"
  end_kind: "output pin"
  path_cells: "dlygate4sd2_1"
  crit_slowest_cell: "dfxtp_2"
  timing.critical_path.buf_inv: 1
  cp.required_ns: 1.04
  cp-start-kind: "flop"
  cpPeakStageDelay_ns: 0.32
  critPathArrivalTime_ns: 0.80
  crit_fanout: 2
  critPathTopFamily: "flip-flops"
finish:
  fillers: 401
  seqCellArea_um2: 165
  mi_logic_area_um2: 38.8
  drive_gt1_share_pct: 48.1
  utilization_pct: 11.6
  fin_area_um2: 395
  synthToLayoutAreaGrowth_pct: 98.7
hold_path:
  holdCritPathClass: "reg2reg"
yosys:
  syn_inst: 12
  synth_flops: 8
  ys_cells: 12
  synth.cell_area_um2: 199
  edf_count: 0
  yosys.cell_count.top_type: "dfxtp_1"
  synth_top_area_share_pct: 80.5
  postSynth.asyncResetShare_pct: 0
  ys_area_um2: 199
  area_leaders: "dfxtp_1, mux2_2, xor2_1"
  syn_area_per_cell_um2: 16.6
  synth.top_cells.by_count: "dfxtp_1, mux2_2, o21bai_1, xor2_1"
  yosys_warnings: 1
  ys_types: 4
  ys_seq_share_pct: 80.5
  top_area_cell: "dfxtp_1"
  yosys_most_used_dff: "dfxtp_1"
sta:
  finClkSkew_ns: 0.000330
  relSlewSlack_pct: 90.2
  finalCritPeriodShare_pct: 81.3
  final.setup.tns_ns: 0
  slew_violations: 0
  layout_setup_ws_ns: 0.243
  worstMarginPinSlew_ns: 0.147
  finalSetupViolations: 0
  rsz0062_at_grt: "false"
  hold_violations: 0
  hold_ws_ns: 0.458
  max_freq_ghz: 0.946
  min_period_ns: 1.06
drt:
  via_count: 144
  wire_per_inst_um: 7.68
  ant_nets: 0
  routed_via_density: 1.97
  post-route-drc-count: 0
  dr.pass1.iters: 2
  routed_wl_um: 561
  drt_iter0_markers: 2
  antennaDiodeCount: 0
power:
  vdd_drop_max_v: 0.000165
  p_per_area_nw_per_um2: 1080
  cellLeakagePower_uw: 0.000231
clocking:
  root_buffer: "clkbuf_4"
  h-tree-depth: 1
  path_clk_slew_ns: 0.05
  clock_latency_ns: 0.24
  numCtsBuffers: 3
  cts_tree: "yes"
  cts.path.max_buffers: 2
  cts.sinks: 8
job:
  openroad.warnings: 25
  cap_violations: 0
placed_design:
  pre_cts_ws_ns: 0.179
  place_area_um2: 344
  globalplace.congestion: 0.641
  io_buffers: 8
outcome:
  outcome: "finished, final reports clean"
==> through the flow <==
stage	instances	total power [uW]
after floorplan	12	251
after global placement	67	251
after detailed placement	67	251
after CTS	73	436
after global routing	73	455
final	73	428
==> worst reg2reg max path, cell delays in order (launching register included) <==
cell	delay [ns]
dfxtp_2	0.31
buf_4	0.12
mux2_2	0.33
==> flip-flops by register name, summed over array words and instances (netlist names) <==
register,cells
CFSR,4
out,4
==> power by group <==
group / switching [uW] / internal, uW
clock: 77.3 / 105
sequential: 0 / 245
combinational: 0 / 0
==> logic make-up after synthesis <==
family / after synthesis / share of synthesized area, %
compound gates: 1 / 3.77
xor+xnor: 1 / 4.40
flops: 8 / 80.5
mux: 2 / 11.3
==> worst paths after layout <==
path                    from               to  depth (start not counted)
max          CFSR[2]$_DFF_P_          CFSR[2]                          1
min          CFSR[1]$_DFF_P_  CFSR[2]$_DFF_P_                          1
max reg2reg  CFSR[3]$_DFF_P_   out[0]$_DFF_P_                          2
min reg2reg  CFSR[1]$_DFF_P_  CFSR[2]$_DFF_P_                          1
==> what timing repair did <==
item	CTS	global route
gates resized	9	3
buffers inserted	3	0
endpoints found under the setup margin	6	3
hold endpoints to repair	0	0
hold buffers	0	0
==> layer usage <==
layer | part of all wire (%) | up-vias | wire length, um
met5 | 0 | - | 0
met4 | 1.8 | 0 | 10
met3 | 14 | 2 | 79
met2 | 52 | 7 | 289
met1 | 32 | 65 | 182
li1 | - | 70 | -
==> layout make-up <==
type | count | area share (%)
Tap cell | 46 | 14.6
Multi-Input combinational cell | 4 | 9.81
Clock buffer | 3 | 5.70
Sequential cell | 8 | 41.8
Timing Repair Buffer | 12 | 28.2
==> placed cells by master (no fill, tap or decap) <==
master and count:
dlygate4sd2_1 5, dfxtp_2 4, dfxtp_1 4, buf_4 4
clkbuf_4 3, dlymetal6s2s_1 3, mux2_2 2, o21bai_1 1
xor2_1 1
Power is estimated from default activity; no workload was simulated.
