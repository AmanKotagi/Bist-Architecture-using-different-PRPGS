[design.v]
`timescale 1ns / 1ps
`timescale 1ns / 1ps
module BSLFSR8bit(
  input clk,
  output reg [7:0] LFSR = 8'b10001000,
  output reg [7:0] out
);
always @(posedge clk)
begin
  LFSR[0] <= ((LFSR[5] ^ LFSR[7]) ^ LFSR[4]) ^ LFSR[3];
  LFSR[1] <= LFSR[0];
  LFSR[2] <= LFSR[1];
  LFSR[3] <= LFSR[2];
  LFSR[4] <= LFSR[3];
  LFSR[5] <= LFSR[4];
  LFSR[6] <= LFSR[5];
  LFSR[7] <= LFSR[6];
    if (LFSR[7] == 1'b0)
      out <= {LFSR[7:6], LFSR[4], LFSR[5],LFSR[2], LFSR[3],LFSR[0], LFSR[1]};
    else
      out <= LFSR;
end
endmodule
[run.sh]
#!/bin/bash
# OpenROAD 26Q1-2900-gdf79404cd8, Yosys 0.63+post, stock flow scripts
make -C /OpenROAD-flow-scripts/flow DESIGN_CONFIG=/design/flow/config.mk WORK_HOME=/design/flow/orfs finish
[constraint.sdc]
current_design BSLFSR8bit

set clk_period 1.1
set clk_io_pct 0.2

create_clock -name clk0 -period $clk_period [get_ports {clk}]

set non_clock_inputs [all_inputs -no_clocks]
set_input_delay [expr $clk_period * $clk_io_pct] -clock clk0 $non_clock_inputs
set_output_delay [expr $clk_period * $clk_io_pct] -clock clk0 [all_outputs]
[config.mk]
export PLATFORM = sky130hd
export DESIGN_NAME = BSLFSR8bit
export DESIGN_NICKNAME = BSLFSR8bit
export VERILOG_FILES = /design/flow/design.v
export SDC_FILE = /design/flow/constraint.sdc
export NUM_CORES = 4
export LEC_CHECK = 1
export CORE_AREA = 10 10 70 70
export DIE_AREA = 0 0 80 80
==> flow_summary.json <==
{
  "outcome": "finished, final reports clean",
  "regArea_um2": 330.3,
  "maxSlewViolCount": 0,
  "drc": 0,
  "drv_cap": 0,
  "cts_max_level": 1,
  "syn_inst": 26,
  "path_depth": 1,
  "slew_headroom_pct": 89.11,
  "num-fill-cells": 379,
  "drt_iter0_markers": 0,
  "ff2ff_setup_slack_ns": 0.15,
  "async_flop_share_pct": 0,
  "critPathTopFamily": "flip-flops",
  "synthTopCellsByArea": "dfxtp_1 (74%), mux2_2 (16%), xnor2_2 (3.8%)",
  "via_per_inst": 2.778,
  "yosys_cells": 26,
  "clock_sinks": 16,
  "path_buffers": 1,
  "die_y_um": 80,
  "setup_viol": 0,
  "grt_pass1_vias": 279,
  "min_period_ns": 1.039,
  "cp_slowest_cell": "dfxtp_1",
  "hold_viol_final": 0,
  "edf_count": 0,
  "cp_max_fo": 1,
  "worstSetupStartpointType": "register",
  "p_leak_nw": 0.3427,
  "critPathMaxStageDelay_ns": 0.31,
  "yosysChipArea_um2": 432.9,
  "logic_area_um2": 101.3,
  "synth.most_common_cell": "dfxtp_1",
  "ys_warn_count": 1,
  "dieWidth_um": 80,
  "rsz0062_at_grt": "false",
  "ant_nets": 0,
  "reg2reg_to": "out[5]",
  "hold_slack_ns": 0.3710,
  "ys_top_cells_by_count": "dfxtp_1 (16), mux2_2 (6)",
  "drive_above_1_share_pct": 50.94,
  "die_area_um2": 6400,
  "synth-seq-cells": 16,
  "r2r_cells": 2,
  "ctsHoldBuffers": 0,
  "cts.path.max_buffers": 2,
  "r2r-start": "LFSR[7]",
  "ys.flop_type": "dfxtp_1",
  "wl_um": 912,
  "hp-start": "LFSR[0]",
  "pin_count": 17,
  "grt_max_degree": 10,
  "num_antenna_cells": 0,
  "clock_skew_ns": 0.003181,
  "gp_congestion": 0.7461,
  "path_class": "reg -> out",
  "place_hpwl_um": 702.4,
  "setup_tns_ns": 0,
  "yosys.area.top_type": "dfxtp_1",
  "tool_warnings": 25,
  "grt_pass1_wl_um": 1483,
  "insertion_delay_ns": 0.27,
  "cts_inserted_buffers": 3,
  "antenna_found_initial": 0,
  "area_growth_syn_to_layout_pct": 69.94,
  "dr.pass1.iters": 1,
  "hold_end": "LFSR[1]",
  "port-buffer-count": 16,
  "crit_chain": "dlygate4sd2_1",
  "globalRouteOverflowTotal": 0,
  "cts_tree": "built",
  "vdd_drop_max_v": 0.0002783,
  "clk_pin_slew_ns": 0.09,
  "clockRootBuffer": "clkbuf_4",
  "synth_area_um2": 432.9,
  "syn_avg_cell_area_um2": 16.65,
  "worstHoldPathCells": 0,
  "setup.worst_path.end_class": "output pin",
  "power_per_cell_area_nw_per_um2": 1293,
  "critPathRequiredTime_ns": 0.88,
  "max_freq_mhz": 962.7,
  "ys_types": 6,
  "fin_crit_sh_pct": 94.43,
  "tightest_slew_ns": 0.1628,
  "critPathArrivalTime_ns": 0.82,
  "hold_class": "reg -> reg",
  "via_count": 275,
  "coreArea_um2": 3416,
  "track_usage_pct": 2.995,
  "routedWlPerCell_um": 9.212,
  "ys_seq_share_pct": 73.99,
  "std_cell_rows": 21,
  "initCoreUtil_pct": 12.67,
  "synth_top_area_share_pct": 73.99
}
-- repair_timing --
item | 4_1_cts | 5_1_grt
endpoints found under the setup margin | 16 | 8
buffers inserted | 2 | 1
gates resized | 24 | 8
-- routing by layer --
layer | wire length, um | global-route usage [%]
met1 | 350 | 3.082
met2 | 418 | 4.815
met3 | 109 | 1.818
met4 | 34 | 1.232
met5 | 0 | 0
-- area by class of cell --
| class | count | area share [%] |
|---|---|---|
| Multi-Input combinational cell | 9 | 13.78 |
| Tap cell | 46 | 7.823 |
| Clock buffer | 4 | 4.932 |
| Sequential cell | 16 | 44.90 |
| Timing Repair Buffer | 24 | 28.57 |
-- state kept, by name (all words and copies together) (netlist names) --
| name | flops |
|---|---|
| out | 8 |
| LFSR | 8 |
-- cells in the final DEF, fill, tap and decap left out, drive strengths merged --
cell type      Yosys  final
buf                1      8
mux2               6      6
clkdlybuf4s15      0      8
xor2               1      1
clkbuf             0      4
xnor2              2      2
dfxtp             16     16
dlygate4sd2        0      8
-- report_power, final --
group / switching (W) / leakage, nW / internal [W] / total (W)
clock network: 0.000172 / 0.0210 / 0.000201 / 0.000373
logic: 0 / 0.189 / 0 / 0.000000000189
registers: 0 / 0.133 / 0.000578 / 0.000578
total: 0.000172 / 0.343 / 0.000779 / 0.000951
-- worst max path at each step --
stage / from / end / slack (ns)
CTS: LFSR[3] / LFSR[3] / 0.01
global route: out[6] / out[6] / 0.003
finish: out[3] / out[3] / 0.06
-- per-stage QoR --
step | power, W | cell area, um^2 | instances | setup slack (ns) | util [%]
3_5_place_dp | 0.0005922 | 676.9 | 92 | 0.04617 | 19.82
3_3_place_gp | 0.0005922 | 676.9 | 92 | 0.06296 | 19.82
2_1_floorplan | 0.0005922 | 432.9 | 26 | 0.2241 | -
5_1_grt | 0.001011 | 735.7 | 99 | 0.002842 | 21.54
6_report | 0.0009511 | 735.7 | 99 | 0.06129 | 21.54
4_1_cts | 0.0009672 | 718.2 | 98 | 0.01294 | 21.03
-- cells by family (layout without fill, tap and decap cells) --
| logic type | count (synthesis) | after routing | share of synthesized area [%] |
|---|---|---|---|
| XOR/XNOR | 3 | 3 | 7.805 |
| buffers and inverters | 1 | 28 | 2.601 |
| flip-flops | 16 | 16 | 73.99 |
| multiplexers | 6 | 6 | 15.61 |
Power is estimated from default activity; no workload was simulated.
